==> design/flow/design.v <==
`timescale 1ns / 1ps
module TimeBomb(
    input Clock, input Reset, input Start, input Stop,
    output reg[3:0] Counter_Out, output reg blow_up
    );
		always @ (posedge Clock)
		begin: CounterBlock
			if(blow_up == 1'b1)
				blow_up = 1'b0;
			if(Counter_Out == 4'b0000) begin
				blow_up = 1'b1;
				end
			if(Reset == 1'b1)begin
				Counter_Out = 4'b1111;
				blow_up = 1'b0;
				end
			else if(Stop == 1'b1)begin 
				Counter_Out = Counter_Out;
				end
			else if(Start == 1'b1) begin
				Counter_Out = Counter_Out - 1;
				end
		end
endmodule
==> design/flow/run.sh <==
#!/bin/bash
# OpenROAD 26Q1-2900-gdf79404cd8, Yosys 0.63+post, stock flow scripts
make -C /OpenROAD-flow-scripts/flow DESIGN_CONFIG=/design/flow/config.mk WORK_HOME=/design/flow/orfs finish
==> design/flow/config.mk <==
export PLATFORM = sky130hd
export DESIGN_NAME = TimeBomb
export DESIGN_NICKNAME = TimeBomb
export VERILOG_FILES = /design/flow/design.v
export SDC_FILE = /design/flow/constraint.sdc
export NUM_CORES = 4
export LEC_CHECK = 1
export CORE_AREA = 10 10 70 70
export DIE_AREA = 0 0 80 80
==> design/flow/constraint.sdc <==
current_design TimeBomb

set clk_period 2.7
set clk_io_pct 0.2

create_clock -name clk0 -period $clk_period [get_ports {Clock}]

set non_clock_inputs [all_inputs -no_clocks]
set_input_delay [expr $clk_period * $clk_io_pct] -clock clk0 $non_clock_inputs
set_output_delay [expr $clk_period * $clk_io_pct] -clock clk0 [all_outputs]
==> metrics.csv <==
metric;value;unit
lay_top_cells;8 x clkdlybuf4s50_1, 5 x dfxtp_1, 3 x clkbuf_4;
edf_count;0;
tightestPinTransition;0.226;ns
htree_levels;1;
startpoint_type;register;
syn_area;234;µm²
cts_tree;built;
final_antenna_net_count;0;
syn2layout_area_growth;70.1;%
setup_violations;0;
clk_pin_slew_worst_paths;0.04;ns
ios;9;
yosysUniqueCellTypes;14;
syn_area_per_cell;11.1;µm²
ys_ff;5;
cts-buffers-inserted;3;
whs_path_depth;1;
fill_cells;395;
flop_cell;dfxtp_1;
fin_crit_sh;0.643;
dr.first_iter.drc_count;11;
post-cts-setup-buffer-count;0;
place_ws;1.07;ns
run_status;finished clean;
dieArea;6400;µm²
port_buffers;8;
grt_usage;0.0192;
timing.fmax;0.576;GHz
layout_min_cycle_time;1.74;ns
yosysCellCount;21;
clock_sinks;5;
drt_pass1_iterations;2;
postCtsHoldBufs;0;
crit_chain;clkdlybuf4s50_1;
core_area;3420;µm²
cts_resized;0;
vias;190;
drv_cap;0;
fp_util;0.0685;
drv_slew;0;
drcViolationCount;0;
cp.required;2.16;ns
post_drt_via_cell_ratio;2.41;
crit_type;reg -> out;
synth_sequential_area_ratio;0.428;
grt_setup_unrepaired;no;
ys_area;234;µm²
antenna_found_initial;0;
synthCells;21;
die_w;80;µm
tns;0;ns
final_core_util;0.116;
lay_top_count;clkdlybuf4s50_1;
clockBufferDepth;2;
grt_pass1_wl;924;µm
placementRows;21;
layout_setup_ws;0.965;ns
hp-class;reg -> reg;
drive_above_1_share;0.152;
hold_start;Counter_Out[3];
grt_max_degree;7;
ys_async_sr_fraction;0;
grt-ovfl-total;0;
combGateArea;126;µm²
crit_fanout;4;
peakVddDrop;0.141;mV
max_slew_margin;0.847;
whs_endpoint;blow_up;
cts_root_buffer;clkbuf_4;
endpoint_kind;output pin;
critPathBufInv;1;
antenna_cells;0;
power.density;472;nW/µm²
yosys_warnings;1;
worstPathArrival;1.20;ns
clock_skew;0.000144;ns
die_height;80;µm
r2r-start;Counter_Out[0];
cp_top_family;buffers and inverters;
ff_latch_area;100;µm²
grt_pass1_vias;200;
ff2ff_setup_slack;1.52;ns
r2r-end;Counter_Out[1];
p_leak;0.152;nW
cp_slowest_cell;clkdlybuf4s50_1;
wl_per_cell;7.04;µm
wl;556;µm
clkLatencyLatePin;0.24;ns
place_congestion;0.744;
warnings;25;
hold_viol_final;0;
r2r_cells;4;
slowest_delay;0.54;ns
## worst max-delay path by stage
stage	depth (start not counted)	slack (ns)	start	to
final	1	0.96	Counter_Out[1]	Counter_Out[1]
after global routing	1	0.88	Counter_Out[1]	Counter_Out[1]
after CTS	1	0.94	Counter_Out[1]	Counter_Out[1]
## area by class of cell
class,instances,share of cell area
flip-flops and latches,5,0.252
well taps,46,0.145
clock buffers,4,0.0660
inverters,2,0.0189
repair buffers,8,0.201
multi-input cells,14,0.318
## routing by layer
metal	track usage	up-vias	share of wire
met1	0.0220	82	0.44
met3	0.0261	0	0.29
met2	0.0201	12	0.26
li1	-	96	-
met5	0	-	0
met4	0.00352	0	0
## power by group
part	switching, W	internal [W]	total, W	leakage (nW)
registers	0.00000371	0.0000767	0.0000804	0.0408
logic	0.00000827	0.0000136	0.0000219	0.0958
clock network	0.0000297	0.0000558	0.0000855	0.0150
## flip-flops by register name, indices dropped and copies added (netlist names)
register,count
Counter_Out,4
blow_up,1
## through the flow
step	instances	total power (W)	hold slack, ns	area, µm²
after global placement	75	0.000103	0.465	372
after detailed placement	75	0.000103	0.470	372
final	79	0.000188	0.482	398
after floorplan	21	0.0000902	0.413	234
after CTS	79	0.000191	0.481	398
after global routing	79	0.000202	0.517	398
## Yosys cell counts, types with 2 or more instances
| master | number | share of area |
|---|---|---|
| dfxtp_1 | 5 | 0.43 |
| inv_1 | 2 | 0.032 |
| nand2b_1 | 2 | 0.053 |
| nor2_1 | 2 | 0.032 |
## cells by family after synthesis
family | synth area share
AOI/OAI and AO/OA | 0.0374
buffers and inverters | 0.0321
DFF | 0.428
xor gates and xnor gates | 0.0749
and+or+nand+nor | 0.332
adders and majority gates | 0.0535
muxes | 0.0428
Power figures rest on the tool's default switching activity, not on a simulated workload.
