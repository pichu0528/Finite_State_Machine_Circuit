$ cat flow/run.sh
#!/bin/bash
# OpenROAD 26Q1-2900-gdf79404cd8, Yosys 0.63+post, stock flow scripts
make -C /OpenROAD-flow-scripts/flow DESIGN_CONFIG=/design/flow/config.mk WORK_HOME=/design/flow/orfs finish
$ cat flow/config.mk
export PLATFORM = sky130hd
export DESIGN_NAME = TwoBitCounter
export DESIGN_NICKNAME = TwoBitCounter
export VERILOG_FILES = /design/flow/design.v
export SDC_FILE = /design/flow/constraint.sdc
export NUM_CORES = 4
export LEC_CHECK = 1
export CORE_AREA = 10 10 70 70
export DIE_AREA = 0 0 80 80
$ cat flow/constraint.sdc
current_design TwoBitCounter

set clk_period 2.1
set clk_io_pct 0.2

create_clock -name clk0 -period $clk_period [get_ports {clock}]

set non_clock_inputs [all_inputs -no_clocks]
set_input_delay [expr $clk_period * $clk_io_pct] -clock clk0 $non_clock_inputs
set_output_delay [expr $clk_period * $clk_io_pct] -clock clk0 [all_outputs]
$ cat flow/design.v
`timescale 1ns / 1ps
module TwoBitCounter(
    input  clock, 
	 input Reset, 
	 input En, 
	 input [1:0] select, 
	 output reg [1:0] Counter_Out,
    output reg out1
    );
	always @ (posedge clock)
	begin : CounterBlock  
		if (Counter_Out == 2'b00 || Reset == 1'b1) 
      begin
			Counter_Out = 2'b11;
			out1 = 1'b1;
	   end
		else if (En == 1'b1) 
		begin
		if (select == 2'b00 && Counter_Out == 2'b01) 
		  begin
			out1 = 1'b0;
		  end
		else if (select == 2'b01 && Counter_Out == 2'b10) 
		  begin
			out1 = 1'b0;
		  end
		else if (select == 2'b10 && Counter_Out == 2'b11) 
		  begin
			out1 = 1'b0;
		  end
		  Counter_Out <= #1 Counter_Out - 1;
		end
	end
endmodule
==> flow_summary.ini <==
; generated from flow reports
[final_timing]
clock.fmax_ghz = 0.622
period_used_pct = 76.6
setup_tns_ns = 0
setup_viol_count_final = 0
slew_headroom_pct = 84.1
min_period_ns = 1.61
finalHoldViolCount = 0
tightest_slew_ns = 0.235
clock-skew-final_ns = 0.00509
slew_violations = 0
grt_setup_unrepaired = no

[worst_setup_path]
arrival_ns = 1.19
path_cells = clkdlybuf4s50_1
path_delay_family = buffers and inverters
critPathKind = reg -> out
cpMaxStageDelayCell = clkdlybuf4s50_1
crit_path_end_kind = output port
path_buffers = 1
setup.worst_path.start_class = register
timing.critical_path.required_ns = 1.68
slowest_delay_ns = 0.54
crit_path_max_fanout = 5

[detailed_routing]
drt_first_iter_violations = 9
vias_per_cell = 2.24
wirelength_um = 576
vias = 175
dr.pass1.iters = 2
drtAntennaViolNets = 0
wire_per_inst_um = 7.38
drc = 0

[outcome]
status = completed

[clock_network]
cts_num_sinks = 3
cts_buffers = 3
clock_latency_ns = 0.24
ctsHoldBuffers = 0
cts_tree = done
cts_buffer_depth = 2
htree_levels = 1
path_clk_slew_ns = 0.04
cts_setup_buffers = 0
ctsResizeCount = 0
cts-root-buf = clkbuf_4

[synth]
yosysUniqueCellTypes = 11
top_cell_area_share_pct = 33.1
ff_type = dfxtp_1
netlist_top_cells_count = ha_1, nand2_1, dfxtp_1
async_flop_share_pct = 0
yosysCellCount = 20
syn_area_um2 = 181
edf_count = 0
topCellsByArea = dfxtp_1, ha_1, nand2_1
yosys_warnings = 1
largest_area_cell = dfxtp_1
yosys.stat.seqShare_pct = 33.1
syn_area_per_cell_um2 = 9.07
synth_cells = 20
synth_chip_area_um2 = 181
synth-seq-cells = 3

[cells_and_area]
finalNonFillerCells = 78
syn_to_final_growth_pct = 86.2
final_layout_size_suffix_gt1_share_pct = 12.9

[power_and_ir_drop]
power.share.sequential_pct = 32.7
finalPower_uw = 214
peakVddDrop_v = 0.000135
power_density_nw_per_um2 = 632
p_sw_uw = 53.3
p_int_uw = 160
p_leak_nw = 0.142
p_clk_share_pct = 47.3
swShare_pct = 25.0
comb_power_share_pct = 20.0

[grt]
grt_pass1_vias = 209
met1_usage_pct = 2.32
track_usage_pct = 2.17
grt-busiest-layer = met3
grt-ovfl-total = 0
antenna_found_initial = 0
gr-usage-met2_pct = 2.17
grtUsageMet3_pct = 3.41
grt_start_max_net_pins = 6
grt_pass1_wl_um = 993

[floorplanning]
ios = 8
row_count = 21
chipArea_um2 = 6400
coreArea_um2 = 3420
dieWidth_um = 80
die_h_um = 80
fp-utilization_pct = 5.31

[run]
warning_count = 28
maxCapViolations = 0

[placement]
portBuffers = 7
placed_cells = 73
place_congestion = 0.732
dp_hpwl_um = 441

[hold_path]
hp-class = reg -> reg
## path summary, 6_finish.rpt
kind	to	slack [ns]	cells past startpoint	startpoint
worst max-delay path	Counter_Out[0]	0.49	1	Counter_Out[0]$_SDFFE_PP1P_
worst min-delay path	out1$_SDFFE_PP1P_	0.47	2	out1$_SDFFE_PP1P_
worst max register to register	Counter_Out[1]$_SDFFE_PP1P_	0.96	5	Counter_Out[0]$_SDFFE_PP1P_
worst min register to register	out1$_SDFFE_PP1P_	0.47	2	out1$_SDFFE_PP1P_
## cells in the final DEF, fill, tap and decap left out, types with 2 or more instances in the layout
| cell type | netlist | final |
|---|---|---|
| ha_1 | 4 | 4 |
| nand2_1 | 4 | 4 |
| clkdlybuf4s50_1 | 0 | 7 |
| inv_1 | 2 | 2 |
| dfxtp_1 | 3 | 3 |
| clkbuf_4 | 0 | 3 |
## stage by stage
stage          utilization [%]  worst slack, ns  hold WS (ns)  instance area, um^2
4_1_cts                   9.82            0.487         0.475                  335
6_report                  9.89            0.492         0.471                  338
2_1_floorplan                -             1.11         0.428                  181
3_3_place_gp              9.05            0.640         0.452                  309
3_5_place_dp              9.05            0.568         0.469                  309
5_1_grt                   9.82            0.388         0.507                  335
## state kept, by name (all words and copies together) (netlist names)
name / flops
out1: 1
Counter_Out: 2
## cells by family (layout without fill, tap and decap cells)
family	count (synthesis)	in the layout	share of synthesized area (%)
AOI/OAI and AO/OA	2	2	7.58
buffers and inverters	3	14	6.21
adders and majority gates	4	4	27.6
DFF	3	3	33.1
xor gates and xnor gates	1	1	4.83
other	0	1	0
and+or+nand+nor	6	6	15.2
muxes	1	1	5.52
## power by group through the flow
| stage | logic [mW] | clock network [mW] | registers, mW |
|---|---|---|---|
| CTS | 0.0425 | 0.105 | 0.0701 |
| global route | 0.0484 | 0.115 | 0.0720 |
| finish | 0.0428 | 0.101 | 0.0698 |
## layer usage
metal | part of all wire [%] | vias up
li1 | - | 90
met1 | 48 | 73
met2 | 25 | 12
met3 | 27 | 0
met4 | 0 | 0
met5 | 0 | -
## area by class of cell
cell class              count  area (um^2)
well taps                  46         57.6
fillers                   403         3080
multi-input cells          14          110
flip-flops and latches      3         60.1
clock buffers               4         26.3
repair buffers              7         70.1
inverters                   3         11.3
diodes                      1         2.50
No activity file was given, so power comes from the tool's default toggle rates.
