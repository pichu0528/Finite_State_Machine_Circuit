--- design/flow/config.mk ---
export PLATFORM = sky130hd
export DESIGN_NAME = itcounts
export DESIGN_NICKNAME = itcounts
export VERILOG_FILES = /design/flow/design.v
export SDC_FILE = /design/flow/constraint.sdc
export NUM_CORES = 4
export LEC_CHECK = 1
export CORE_AREA = 10 10 70 70
export DIE_AREA = 0 0 80 80
--- design/flow/constraint.sdc ---
current_design itcounts

set clk_period 2.6
set clk_io_pct 0.2

create_clock -name clk0 -period $clk_period [get_ports {Clock}]

set non_clock_inputs [all_inputs -no_clocks]
set_input_delay [expr $clk_period * $clk_io_pct] -clock clk0 $non_clock_inputs
set_output_delay [expr $clk_period * $clk_io_pct] -clock clk0 [all_outputs]
--- design/flow/design.v ---
`timescale 1ns / 1ps
module itcounts(
    input Clock,
    input Reset,
    input En,
	 input [1:0]select,
    output reg [1:0] Counter_Out,
	 output reg out1
    );
	 always @ (posedge Clock)
	 begin : CounterBlock  
		if (Reset == 1'b1) 
		begin
			Counter_Out = 2'b00;
			out1 = 1'b1;
		end
		else if (En == 1'b1) 
		begin
			Counter_Out = Counter_Out + 1;
			if(Counter_Out == 2'b00)
			begin
			  out1 = 1'b1;
			end
		end
		if (select == 2'b00 && Counter_Out == 2'b01) 
		  begin
			out1 = 1'b0;
		  end
		else if (select == 2'b01 && Counter_Out == 2'b10) 
		  begin
			out1 = 1'b0;
		  end
		else if (select == 2'b10 && Counter_Out == 2'b11) 
		  begin
			out1 = 1'b0;
		  end
	 end
endmodule
--- design/flow/run.sh ---
#!/bin/bash
# OpenROAD 26Q1-2900-gdf79404cd8, Yosys 0.63+post, stock flow scripts
make -C /OpenROAD-flow-scripts/flow DESIGN_CONFIG=/design/flow/config.mk WORK_HOME=/design/flow/orfs finish
==> results_slide.txt <==
Run Summary

Run status
  – Status: complete, no violations

Final timing
  – Final hold viol count: 0
  – F_max: between 600 and 700 MHz
  – RSZ-0062 raised after global routing: no
  – Setup TNS: 0 ns
  – Clock Skew: 0.004602 ns
  – Final min period: 1.582 ns
  – Max Slew Vio Count: 0
  – Slew headroom: 81.53%
  – Least-Margin Pin Slew: 0.2754 ns
  – Fin crit share: 60.84%
  – Final Setup Violations: 0

Run
  – OpenROAD warning count: 25
  – Max Cap Viol: 0

Power and ir drop
  – Pleak: 0.1002 nW
  – Final Power: 0.0001671 W
  – Maximum VDD drop: 0.08872 mV
  – PwrDens: 549.5 nW/um^2

Global routing
  – Pin count of the biggest net entering global routing: 5
  – Total Routing Usage GR: 1.506%
  – Initial antenna violation count: 0
  – Total congestion overflow: 0
  – First-pass GRT wire length: 690 um
  – Vias in the first global route: 151

Final layout
  – Share of cells above drive strength 1: approximately 25%
  – Area grow syn2layout: 102.5%
  – Post-route cell area: around 300 sq um
  – Top cells excl fill/tap: clkdlybuf4s50_1, dfxtp_1, clkbuf_4, nor2_2, xnor2_1
  – Top logic cell by instance count in the layout: clkdlybuf4s50_1
  – Final Util: under 10%

Synth
  – Synth Area in Compound Gates: about an eighth
  – Yosys Instances: 13
  – Chip Area, Yosys: about 150 sq um
  – Mapped Avg Cell Area: 11.55 sq um
  – Post-synthesis adder-cell area fraction: under 10%
  – Yosys reg bits: 3
  – Area fraction in mux cells: 6.667%
  – Yosys warning tally: 1
  – Simple Share, Synth: 20.00%
  – Netlist cell types: 9
  – Cells after Synth: 13
  – Largest family of logic cells by area: simple AND/OR/NAND/NOR gates
  – Seq share, synth: 40.00%
  – Xor+xnor area frac: 11.67%
  – Syn Std Cell Area: 150.1 sq um

Clock tree
  – H-tree depth: 1
  – CTS tree: yes
  – Maximum buffer depth of the clock tree: 2
  – Postcts setup bufs: 0
  – Clk slew on worst S/H paths: ~0.04 ns
  – Late-Pin Clk Latency: 0.23 ns
  – Cts hold-fix bufs: 0
  – Clock root buffer: clkbuf_4
  – Num CTS Buffers: 3
  – Cts repair resizes: 0
  – Sink Count: 3

Die
  – # rows: 21
  – Die X-Extent: 80 um
  – Fp_density: ~4.4%
  – Die H: 80 um
  – IO Count: 8
  – Core area: 3416 sq um
  – Die area: between 6000 and 7000 sq um

Routing
  – Final WL: 450 um
  – Final ANT Viol Nets: 0
  – Vias/cell: between 2 and 2.5
  – DR pass1 iterations: 1
  – DR DRC count: 0
  – DRT iter0 DRCs: 0
  – Routed WL per cell: roughly 6.4 um
  – DR vias: about 140
  – Diode count: 0

Setup path
  – Reg2reg start: Counter_Out[0]$_DFF_P_
  – Crit-path max FO: 3
  – FF-to-FF path depth: 5
  – Critical path class: in -> reg
  – Critical Path AT: 1.73 ns
  – Max incr delay on CP: 0.53 ns
  – Slowest stage cell, crit path: clkdlybuf4s50_1
  – Critical path required time: 2.75 ns
  – Reg-to-reg setup timing slack: 1.31 ns
  – R2R Path End: out1$_SDFFE_PP0P_
  – CP endpoint: out1$_SDFFE_PP0P_
  – Worst Setup End Kind: flip-flop
  – Critical Path Source: En
  – Cells along the critical path: clkdlybuf4s50_1 > mux2i_1 > nor2_2 > and4bb_1 > a211oi_2
  – Startpoint Class: input pin

Placed design
  – Detailed placer's ending HPWL: 417.7 um
  – Final GP Congestion: 0.6686
  – IO Port Bufs: 7
  – Dpl cell area: ~280 sq um

Min path
  – Min-delay worst type: reg -> reg
worst min-delay path by stage:
| stage | startpoint | end | slack, ns | cells past startpoint |
|---|---|---|---|---|
| 4_1_cts | out1$_SDFFE_PP0P_ | out1$_SDFFE_PP0P_ | 0.57 | 2 |
| 5_1_grt | out1$_SDFFE_PP0P_ | out1$_SDFFE_PP0P_ | 0.59 | 2 |
| 6_report | out1$_SDFFE_PP0P_ | out1$_SDFFE_PP0P_ | 0.55 | 2 |
flip-flops by register name, summed over array words and instances (netlist names):
signal,cells
out1,1
Counter_Out,2
cell families after synthesis:
kind of cell	Yosys count
and+or+nand+nor	4
xor gates and xnor gates	2
DFF	3
AOI/OAI and AO/OA	2
adders and majority gates	1
muxes	1
power breakdown:
| part | total [W] | switching, W | internal, W |
|---|---|---|---|
| Sequential | 0.0000551 | 0.00000346 | 0.0000516 |
| Clock | 0.0000789 | 0.0000216 | 0.0000573 |
| Combinational | 0.0000332 | 0.0000114 | 0.0000217 |
Yosys cell counts:
cell type  instances  area (sq um)
nor2_2             2         12.51
mux2i_1            1         10.01
nor3_1             1         5.000
a211oi_1           1         7.510
xnor2_1            2         17.52
ha_1               1         12.51
a211oi_2           1         12.51
and4bb_1           1         12.51
dfxtp_1            3         60.06
metal layers:
layer,vias to the layer above,GRT usage [%],wire length [um]
li1,73,-,-
met1,65,0.9321,123
met2,2,2.889,285
met3,2,1.364,34
met4,0,0.5282,7
met5,-,0,0
critical path, delay by kind of cell:
family / cells / cell delay (ns)
simple gates: 2 / 0.27
buf+inv: 1 / 0.53
compound gates: 1 / 0.18
mux: 1 / 0.23
layout make-up:
cell class	instances	area (sq um)
Fill cell	410	3112
Multi-Input combinational cell	10	90.09
Timing Repair Buffer	7	70.07
Sequential cell	3	60.06
Tap cell	46	57.56
Clock buffer	4	26.28
metrics by stage:
step           instances  hold slack [ns]  setup WS [ns]
6_report              70           0.5533          1.018
5_1_grt               70           0.5937         0.9408
4_1_cts               70           0.5659         0.9880
3_5_place_dp          66           0.5575         0.7678
3_3_place_gp          66           0.5501         0.7849
2_1_floorplan         13           0.4864          1.373
No activity file was given, so power comes from the tool's default toggle rates.
